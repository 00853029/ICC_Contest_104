==> design/flow/design.v <==
`timescale 1ns/10ps
module LBP ( clk, reset, gray_addr, gray_req, gray_ready, gray_data, lbp_addr, lbp_valid, lbp_data, finish);
input   	clk;
input   	reset;
output  [13:0] 	gray_addr;
output         	gray_req;
input   	gray_ready;
input   [7:0] 	gray_data;
output  [13:0] 	lbp_addr;
output  	lbp_valid;
output  [7:0] 	lbp_data;
output  	finish;
reg [7:0] LBP_value;
reg [7:0] row, col;
reg [3:0] counter;
reg [7:0] g_center;
reg [13:0] gray_addr_reg;
reg lbp_valid_reg;
reg gray_req_reg;
reg finish_reg;
assign gray_addr = gray_addr_reg;
assign lbp_valid = lbp_valid_reg;
assign gray_req = gray_req_reg;
assign finish = finish_reg;
assign lbp_data = LBP_value;
assign lbp_addr = (row<<7) + col;
always @(posedge clk,posedge reset)begin
    if(reset)begin
        finish_reg <= 0;
        LBP_value <= 0;
        row <= 1;
        col <= 1;
        counter <= 0;
    end
    else begin
        gray_req_reg <= 1;
        case(counter)
            4'd0: gray_addr_reg <= (row << 7) + col;     
            4'd1: gray_addr_reg <= ((row-1) << 7) + col-1;
            4'd2: gray_addr_reg <= ((row-1) << 7) + col;
            4'd3: gray_addr_reg <= ((row-1) << 7) + col+1;
            4'd4: gray_addr_reg <= (row << 7) + col-1;
            4'd5: gray_addr_reg <= (row << 7) + col+1;
            4'd6: gray_addr_reg <= ((row+1) << 7) + col-1;
            4'd7: gray_addr_reg <= ((row+1) << 7) + col;
            4'd8: gray_addr_reg <= ((row+1) << 7) + col+1;
            default:;
        endcase
        case(counter)
            4'd0:;
            4'd1: g_center <= gray_data;
            4'd10:;
            default: begin
                    LBP_value <= LBP_value + ((gray_data>=g_center) << (counter-2));
            end
        endcase
        if(counter == 10)begin
            counter <= 0;
            LBP_value <= 0;
            if(col == 126)begin
                col <= 1;
                if(row == 126)  finish_reg <= 1;
                else row <= row + 1;
            end
            else col <= col + 1;
        end
        else    counter <= counter + 1;
        if(counter == 9)    lbp_valid_reg <= 1;
        else    lbp_valid_reg <= 0;
    end
end
endmodule
==> design/flow/run.sh <==
#!/bin/bash
# OpenROAD 26Q1-2900-gdf79404cd8, Yosys 0.63+post, stock flow scripts
make -C /OpenROAD-flow-scripts/flow DESIGN_CONFIG=/design/flow/config.mk WORK_HOME=/design/flow/orfs finish
==> design/flow/config.mk <==
export PLATFORM = sky130hd
export DESIGN_NAME = LBP
export DESIGN_NICKNAME = LBP
export VERILOG_FILES = /design/flow/design.v
export SDC_FILE = /design/flow/constraint.sdc
export NUM_CORES = 4
export LEC_CHECK = 1
export CORE_UTILIZATION = 30
==> design/flow/constraint.sdc <==
current_design LBP

set clk_period 4.0
set clk_io_pct 0.2

create_clock -name clk0 -period $clk_period [get_ports {clk}]

set non_clock_inputs [all_inputs -no_clocks]
set_input_delay [expr $clk_period * $clk_io_pct] -clock clk0 $non_clock_inputs
set_output_delay [expr $clk_period * $clk_io_pct] -clock clk0 [all_outputs]
==> impl_results.html <==
<h2>Implementation results</h2>
<table>
<tr><th>Metric</th><th>Value</th></tr>
<tr><th colspan="2">Die</th></tr>
<tr><td>Horiz. Die Dim</td><td>123.9 um</td></tr>
<tr><td>Die extent in y</td><td>123.9 um</td></tr>
<tr><td>FP Core Util</td><td>between 30% and 40%</td></tr>
<tr><td>I/O Pins</td><td>50</td></tr>
<tr><td>Floorplan row count</td><td>44</td></tr>
<tr><td>Area of the chip</td><td>15360 um^2</td></tr>
<tr><td>Area inside the core boundary</td><td>~15000 um^2</td></tr>
<tr><th colspan="2">Yosys</th></tr>
<tr><td>Most frequently used flop master after synthesis</td><td>sky130_fd_sc_hd__dfrtp_1</td></tr>
<tr><td>Count of warnings emitted by yosys</td><td>1</td></tr>
<tr><td>Portion of the post-synthesis area used by sequential elements</td><td>31.81%</td></tr>
<tr><td>Ys cells</td><td>534</td></tr>
<tr><td>Cell Area, Synth</td><td>4461 um^2</td></tr>
<tr><td>Post-synth EDFFs</td><td>23</td></tr>
<tr><td>Average cell area after synthesis</td><td>~8.4 um^2</td></tr>
<tr><td>Chip Area, Yosys</td><td>4461 um^2</td></tr>
<tr><td>Synthesized instance count</td><td>approximately 530</td></tr>
<tr><td>Ys flops</td><td>52</td></tr>
<tr><td>Distinct cell type count after synthesis</td><td>63</td></tr>
<tr><td>Proportion of synthesized flip-flops having asynchronous set or reset</td><td>between 50% and 60%</td></tr>
<tr><th colspan="2">Detailed routing</th></tr>
<tr><td>Diodes inserted</td><td>0</td></tr>
<tr><td>Vias after detailed routing</td><td>around 4000</td></tr>
<tr><td>Mean routed wirelength per cell</td><td>14.83 um</td></tr>
<tr><td>Per-cell via count in the routed design</td><td>5.169</td></tr>
<tr><td>Initial DRT Pass Iterations</td><td>4</td></tr>
<tr><td>1st-iter DRT viols</td><td>243</td></tr>
<tr><td>Number of remaining DRC errors</td><td>0</td></tr>
<tr><td>Remaining antenna violation count</td><td>0</td></tr>
<tr><td>Routed wire length</td><td>11.24 mm</td></tr>
<tr><th colspan="2">Cells and area</th></tr>
<tr><td>Layout cells sized above 1</td><td>8.188%</td></tr>
<tr><td>Filler cell count</td><td>1471</td></tr>
<tr><td>Final cell utilization of the core</td><td>36.70%</td></tr>
<tr><td>Post-Layout Cell Count</td><td>between 700 and 800</td></tr>
<tr><td>Synth-to-Final Area Change</td><td>19.58%</td></tr>
<tr><td>Number of flip-flops in the largest register</td><td>14</td></tr>
<tr><th colspan="2">Clock network</th></tr>
<tr><td>Post-CTS clock slew at the launch and capture registers of the worst setup and hold paths</td><td>0.07 ns</td></tr>
<tr><td>Clock Tree Root</td><td>sky130_fd_sc_hd__clkbuf_16</td></tr>
<tr><td>CTS hold repair buffers</td><td>0</td></tr>
<tr><td>Clock tree from TritonCTS</td><td>done</td></tr>
<tr><td>TritonCTS buffer count</td><td>5</td></tr>
<tr><td>Clock H-tree levels</td><td>2</td></tr>
<tr><td>Clock latency on the worst-skew pair</td><td>0.28 ns</td></tr>
<tr><td>Clk sinks</td><td>about 52</td></tr>
<tr><td>Maximum number of buffers from clock root to sink</td><td>2</td></tr>
<tr><th colspan="2">STA</th></tr>
<tr><td>Post-route fraction of the period consumed by the critical path</td><td>91.98%</td></tr>
<tr><td>Pins Over Slew Limit</td><td>0</td></tr>
<tr><td>Final setup violation count</td><td>0</td></tr>
<tr><td>Worst-case headroom to the max-slew limit</td><td>49.85%</td></tr>
<tr><td>Worst clock skew</td><td>0.009449 ns</td></tr>
<tr><td>Hold Vio Cnt, Final</td><td>0</td></tr>
<tr><td>Final Worst Setup Slack</td><td>0.3209 ns</td></tr>
<tr><td>RSZ-0062 raised after global routing</td><td>no</td></tr>
<tr><td>Worst Tran Pin Value</td><td>0.7465 ns</td></tr>
<tr><td>Final worst path period need</td><td>3.679 ns</td></tr>
<tr><td>Fmax achieved</td><td>0.2718 GHz</td></tr>
<tr><th colspan="2">Global route</th></tr>
<tr><td>Met3 Usage GRT</td><td>1.449%</td></tr>
<tr><td>Busiest metal layer after global routing</td><td>met2</td></tr>
<tr><td>Number of antenna violations at the first check in global routing</td><td>0</td></tr>
<tr><td>Fraction of met1 tracks used by global routing</td><td>24.47%</td></tr>
<tr><td>Sum of overflow across all layers after global routing</td><td>0</td></tr>
<tr><td>Met2 routing resource usage after global routing</td><td>24.76%</td></tr>
<tr><td>GRT Overall Usage</td><td>15.78%</td></tr>
<tr><td>Maximum number of pins on one net before global-route repair</td><td>31</td></tr>
<tr><td>Number of global-route vias before repair</td><td>3701</td></tr>
<tr><td>Wire length of the first global-routing pass</td><td>18.75 mm</td></tr>
<tr><th colspan="2">Placed design</th></tr>
<tr><td>HPWL after detailed placement</td><td>about 8.6 mm</td></tr>
<tr><td>Number of port buffers</td><td>47</td></tr>
<tr><td>Weighted congestion reported at the end of routability-driven placement</td><td>0.9757</td></tr>
<tr><td>Pre-CTS setup slack</td><td>-0.5514 ns</td></tr>
<tr><td>Cell count after placement</td><td>749</td></tr>
<tr><th colspan="2">Setup path</th></tr>
<tr><td>Category of the worst setup path launch point</td><td>input port</td></tr>
<tr><td>Data arrival time of the critical path</td><td>3.86 ns</td></tr>
<tr><td>Most repeated library cell on the critical path</td><td>sky130_fd_sc_hd__a21o_1</td></tr>
<tr><td>Required time at the endpoint of the critical path</td><td>between 4 and 5 ns</td></tr>
<tr><td>Highest-delay cell along the critical path</td><td>sky130_fd_sc_hd__clkdlybuf4s50_1</td></tr>
<tr><td>Critical path cell sequence</td><td>clkdlybuf4s50_1, ha_1, a21o_1, a21o_1, a21oi_2, o21ai_1, a21oi_1, nor2_1, nand2_2, nor2_1, ha_1, fa_2, a21o_1, a21oi_2, o21bai_1, a21oi_1, xnor2_1, a22o_1</td></tr>
<tr><td>Highest fanout seen on the critical path</td><td>4</td></tr>
<tr><td>Flop2flop setup slack</td><td>0.44 ns</td></tr>
<tr><td>Crit Path Class</td><td>input port to register</td></tr>
<tr><td>Crit path largest cell delay</td><td>0.42 ns</td></tr>
<tr><td>Setup crit end kind</td><td>register</td></tr>
<tr><th colspan="2">Run status</th></tr>
<tr><td>Run status</td><td>complete, no violations</td></tr>
<tr><th colspan="2">Pwr</th></tr>
<tr><td>Leakage power</td><td>2.174 nW</td></tr>
<tr><td>Power per standard cell area</td><td>203.1 nW/um^2</td></tr>
<tr><td>Peak VDD IR</td><td>0.1892 mV</td></tr>
<tr><td>Post-route total power</td><td>around 1.1 mW</td></tr>
<tr><th colspan="2">Flow run</th></tr>
<tr><td>Max-Cap Viols</td><td>0</td></tr>
<tr><td>Tool warnings</td><td>32</td></tr>
<tr><th colspan="2">Min path</th></tr>
<tr><td>Path class of the lowest-slack min-delay path</td><td>register to register</td></tr>
</table>
Yosys cell counts, types with 3 or more instances:
| master | number | area share, % |
|---|---|---|
| sky130_fd_sc_hd__nor2b_1 | 6 | 0.84 |
| sky130_fd_sc_hd__mux2i_1 | 5 | 1.1 |
| sky130_fd_sc_hd__nand2b_1 | 11 | 1.5 |
| sky130_fd_sc_hd__a21oi_1 | 34 | 3.8 |
| sky130_fd_sc_hd__o211ai_1 | 4 | 0.67 |
| sky130_fd_sc_hd__buf_2 | 8 | 0.90 |
| sky130_fd_sc_hd__o21ai_0 | 25 | 2.8 |
| sky130_fd_sc_hd__a221oi_1 | 4 | 0.79 |
| sky130_fd_sc_hd__a21o_1 | 8 | 1.3 |
| sky130_fd_sc_hd__nor4_1 | 6 | 0.84 |
| sky130_fd_sc_hd__nor3_1 | 12 | 1.3 |
| sky130_fd_sc_hd__xor2_1 | 17 | 3.3 |
| sky130_fd_sc_hd__and2_1 | 4 | 0.56 |
| sky130_fd_sc_hd__edfxtp_1 | 23 | 15 |
| sky130_fd_sc_hd__o31ai_1 | 5 | 0.84 |
| sky130_fd_sc_hd__a22oi_1 | 5 | 0.84 |
| sky130_fd_sc_hd__nand2_1 | 53 | 4.5 |
| sky130_fd_sc_hd__inv_1 | 25 | 2.1 |
| sky130_fd_sc_hd__o2111ai_1 | 3 | 0.59 |
| sky130_fd_sc_hd__nor3b_1 | 3 | 0.50 |
| sky130_fd_sc_hd__clkbuf_1 | 18 | 1.5 |
| sky130_fd_sc_hd__o21ai_1 | 8 | 0.90 |
| sky130_fd_sc_hd__nor2_1 | 48 | 4.0 |
| sky130_fd_sc_hd__a22o_1 | 8 | 1.6 |
| sky130_fd_sc_hd__a31oi_1 | 6 | 0.84 |
| sky130_fd_sc_hd__ha_1 | 28 | 7.9 |
| sky130_fd_sc_hd__dfrtp_1 | 27 | 15 |
| sky130_fd_sc_hd__buf_4 | 8 | 1.3 |
| sky130_fd_sc_hd__buf_1 | 3 | 0.25 |
| sky130_fd_sc_hd__and3b_1 | 4 | 0.79 |
| sky130_fd_sc_hd__nand3_1 | 21 | 2.4 |
| sky130_fd_sc_hd__xnor2_1 | 44 | 8.6 |
| sky130_fd_sc_hd__o22ai_1 | 10 | 1.4 |
worst paths after layout:
kind | start | endpoint | cells after the start
worst max-delay path | gray_data[2] | LBP_value[6] | 18
worst min-delay path | row[7] | row[7] | 1
worst max register to register | row[0] | gray_addr_reg[13] | 12
worst min register to register | row[7] | row[7] | 1
max in group asynchronous | reset | row[0] | 3
min in group asynchronous | reset | col[7] | 3
where the power goes:
part | total [mW] | internal [mW] | switching (mW)
logic | 0.0470 | 0.0273 | 0.0197
clock network | 0.469 | 0.291 | 0.178
registers | 0.567 | 0.564 | 0.00337
total | 1.08 | 0.882 | 0.201
timing repair:
| item | in CTS | in global routing |
|---|---|---|
| cloned | 0 | 0 |
| gates resized | 8 | 5 |
| setup buffers | 0 | 1 |
| endpoints found under the setup margin | 4 | 2 |
| pin swaps | 11 | 10 |
layout make-up:
type | count | area, um^2 | area share, %
Tap cell | 184 | 230.2 | 4.316
Inverter | 26 | 97.59 | 1.830
Sequential cell | 52 | 1419 | 26.60
Clock inverter | 3 | 37.54 | 0.7037
Timing Repair Buffer | 69 | 633.1 | 11.87
Clock buffer | 5 | 125.1 | 2.346
Multi-Input combinational cell | 419 | 2791 | 52.33
cells by family after synthesis:
kind of cell	count (synthesis)	share of synthesized area [%]
and+or+nand+nor	185	20.17
AOI/OAI and AO/OA	137	20.09
buffers and inverters	63	6.199
xor gates and xnor gates	61	11.98
DFF	52	31.81
adders and majority gates	30	8.555
muxes	5	1.122
other	1	0.08407
worst max-delay path: cells and delay by family:
kind	cells	cell delay, ns
buf+inv	1	0.42
simple gates	3	0.24
compound gates	10	1.48
fa+ha+maj	3	0.84
xor+xnor	1	0.08
per-stage QoR:
stage	TNS [ns]	hold WS (ns)	cell area, um^2
after floorplan	0	0.4170	4461
after global placement	-2.031	0.4564	5140
after detailed placement	-2.119	0.4581	5140
after CTS	0	0.4707	5316
after global routing	0	0.4881	5334
final	0	0.4666	5334
cells in the final DEF, fill, tap and decap left out, types with 8 or more instances in the layout:
cell and instances:
sky130_fd_sc_hd__o21ai_1 10, sky130_fd_sc_hd__nand3_1 21, sky130_fd_sc_hd__ha_1 28, sky130_fd_sc_hd__nand2_1 52
sky130_fd_sc_hd__dfrtp_1 27, sky130_fd_sc_hd__o21ai_0 23, sky130_fd_sc_hd__a22o_1 8, sky130_fd_sc_hd__nand2b_1 10
sky130_fd_sc_hd__xor2_1 17, sky130_fd_sc_hd__inv_1 25, sky130_fd_sc_hd__buf_4 22, sky130_fd_sc_hd__nor2_1 47
sky130_fd_sc_hd__a21o_1 8, sky130_fd_sc_hd__a21oi_1 31, sky130_fd_sc_hd__clkdlybuf4s50_1 45, sky130_fd_sc_hd__edfxtp_1 23
sky130_fd_sc_hd__xnor2_1 44, sky130_fd_sc_hd__nor3_1 12, sky130_fd_sc_hd__o22ai_1 10
layer usage:
layer,vias to the layer above,share of wire [%]
met5,-,0
met3,10,4.8
li1,1979,-
met1,1821,50
met4,0,1.2
met2,108,44
No activity file was given, so power comes from the tool's default toggle rates.
